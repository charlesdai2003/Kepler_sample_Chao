==> flow/design.v <==
module lda (
	input [8:0] i_x0,
	input [8:0] i_x1,
	input [7:0] i_y0,
	input [7:0] i_y1,
	input [2:0] i_colour,
	input logic i_reset,
	input logic i_clk,
	input logic i_start,
	output logic o_done,
	output logic o_plot,
	output logic [8:0] o_x,
	output logic [7:0] o_y,
	output logic o_colour
	);
	assign o_colour = i_colour;
	logic set_steep;
	logic set_x0gtx1;
	logic set_params;
	logic set_x0x1y0y1;
	logic init;
	logic upd_err;
	logic upd_xy;
	logic xgtx0;
	logic dp_reset;
	lda_data datapath (
	.i_x0(i_x0),
	.i_y0(i_y0),
	.i_x1(i_x1),
	.i_y1(i_y1),
	.i_clk(i_clk),
	.i_reset(dp_reset),
	.i_set_steep(set_steep),
	.i_set_x0gtx1(set_x0gtx1),
	.i_set_params(set_params),
	.i_set_x0x1y0y1(set_x0x1y0y1),
	.i_init(init),
	.i_upd_err(upd_err),
	.i_upd_xy(upd_xy),
	.o_xgtx0(xgtx0),
	.o_x(o_x),
	.o_y(o_y)
	);
	lda_control controlpath (
	.o_set_steep(set_steep),
	.o_set_x0gtx1(set_x0gtx1),
	.o_set_params(set_params),
	.o_set_x0x1y0y1(set_x0x1y0y1),
	.o_init(init),
	.o_upd_err(upd_err),
	.o_upd_xy(upd_xy),
	.o_plot(o_plot),
	.o_done(o_done),
	.o_reset(dp_reset),
	.i_xgtx0(xgtx0),
	.i_start(i_start),
	.i_clk(i_clk),
	.i_reset(i_reset)
	);
endmodule
module lda_control (
	output logic o_set_steep,
	output logic o_set_x0gtx1,
	output logic o_set_params,
	output logic o_set_x0x1y0y1,
	output logic o_init,
	output logic o_upd_err,
	output logic o_upd_xy,
	output logic o_plot,
	output logic o_done,
	output logic o_reset,
	input i_xgtx0,
	input i_start,
	input i_clk,
	input i_reset
	);
	enum int unsigned {
		WAIT,  
		SET_X0X1Y0Y1,  
		SET_STEEP,  
		SET_X0GTX1,  
		SET_PARAMS,  
		INT_DRAW,  
		DRAW,  
		UPD_ERR,  
		UPD_XY,  
		DONE  
	} state, nextstate;
	always_ff @ (posedge i_clk or posedge i_reset) begin
		if (i_reset) state <= WAIT;
		else state <= nextstate;
	end
	always_comb begin
	nextstate = state;
	o_set_steep = 1'b0;
	o_set_x0gtx1 = 1'b0;
	o_set_params = 1'b0;
	o_set_x0x1y0y1 = 1'b0;
	o_init = 1'b0;
	o_upd_err = 1'b0;
	o_upd_xy = 1'b0;
	o_plot = 1'b0;
	o_done = 1'b0;
	o_reset = 1'b0;
		case(state)
			WAIT: begin
				o_reset = 1'b1;
				if (i_start) nextstate = SET_X0X1Y0Y1;
			end
			SET_X0X1Y0Y1: begin
				o_set_x0x1y0y1 = 1'b1;
				nextstate = SET_STEEP;
			end
			SET_STEEP: begin
				o_set_steep = 1'b1;
				nextstate = SET_X0GTX1;
			end
			SET_X0GTX1: begin
				o_set_x0gtx1 = 1'b1;
				nextstate = SET_PARAMS;
			end
			SET_PARAMS: begin
				o_set_params = 1'b1;
				nextstate = INT_DRAW;
			end
			INT_DRAW: begin
				o_init = 1'b1;
				nextstate = DRAW;
			end
			DRAW: begin
				o_plot = 1'b1;
				nextstate = UPD_ERR;
			end
			UPD_ERR: begin
				o_upd_err = 1'b1;
				nextstate = UPD_XY;
			end
			UPD_XY: begin
				o_upd_xy = 1'b1;
				if (i_xgtx0) nextstate = DONE;
				else nextstate = DRAW;
			end
			DONE: begin
				o_done = 1'b1;
				nextstate = WAIT;
			end
		endcase
	end
endmodule	
module lda_data (
	input [8:0] i_x0,
	input [7:0] i_y0,
	input [8:0] i_x1,
	input [7:0] i_y1,
	input i_clk,
	input i_reset,
	input i_set_steep,
	input i_set_x0gtx1,
	input i_set_params,
	input i_set_x0x1y0y1,
	input i_init,
	input i_upd_err,
	input i_upd_xy,
	output logic o_xgtx0,
	output logic [8:0] o_x,
	output logic [7:0] o_y
	);
	logic [8:0] x0;
	logic [7:0] y0;
	logic [8:0] x1;
	logic [7:0] y1;
	logic [7:0] y1my0;
	logic [7:0] abs_y1my0;
	logic [8:0] x1mx0;
	logic [8:0] abs_x1mx0;
	logic [8:0] deltax;
	logic [7:0] deltay;
	logic steep;
	logic steepsave;
	logic x0gtx1;
	logic ystep;
	x0x1y0y1 xy01 (
	.i_reset(i_reset),
	.i_x0(i_x0),
	.i_x1(i_x1),
	.i_y0(i_y0),
	.i_y1(i_y1),
	.i_set_x0x1y0y1(i_set_x0x1y0y1),
	.i_set_steep(i_set_steep),
	.i_steep(steep),
	.i_set_x0gtx1(i_set_x0gtx1),
	.i_x0gtx1(x0gtx1),
	.i_clk(i_clk),
	.o_x0(x0),
	.o_x1(x1),
	.o_y0(y0),
	.o_y1(y1),
	.o_steepsave(steepsave)
	);
	y1my0 suby (
	.i_y0(y0),
	.i_y1(y1),
	.o_y1my0(y1my0),
	.o_abs_y1my0(abs_y1my0)
	);
	x1mx0 subx (
	.i_x0(x0),
	.i_x1(x1),
	.o_x1mx0(x1mx0),
	.o_abs_x1mx0(abs_x1mx0)
	);
	comp_steep compsteep (
	.i_abs_y1my0(abs_y1my0),
	.i_abs_x1mx0(abs_x1mx0),
	.o_steep(steep)
	);
	comp_x0gtx1 compx0gtx1 (
	.i_x0(x0),
	.i_x1(x1),
	.o_x0gtx1(x0gtx1)
	);
	params_reg params (
	.i_x1mx0(x1mx0),
	.i_abs_y1my0(abs_y1my0),
	.i_y0(y0),
	.i_y1(y1),
	.i_set_params(i_set_params),
	.i_clk(i_clk),
	.i_reset(i_reset),
	.o_deltax(deltax),
	.o_deltay(deltay),
	.o_ystep(ystep)
	);
	xy manip_xy (
	.o_x(o_x),
	.o_y(o_y),
	.o_xgtx0(o_xgtx0),
	.i_clk(i_clk),
	.i_reset(i_reset),
	.i_init(i_init),
	.i_ystep(i_ystep),
	.i_upd_err(i_upd_err),
	.i_upd_xy(i_upd_xy),
	.i_deltax(deltax),
	.i_deltay(deltay),
	.i_x0(x0),
	.i_y0(y0),
	.steep(steepsave)
	);
endmodule
module x0x1y0y1 (
	input i_reset,
	input [8:0] i_x0,
	input [8:0] i_x1,
	input [7:0] i_y0,
	input [7:0] i_y1,
	input i_set_x0x1y0y1,
	input i_set_steep,
	input i_steep,
	input i_set_x0gtx1,
	input i_x0gtx1,
	input i_clk,
	output logic [8:0] o_x0,
	output logic [8:0] o_x1,
	output logic [7:0] o_y0,
	output logic [7:0] o_y1,
	output logic o_steepsave
	);
	logic [8:0] x0;
	logic [8:0] x1;
	logic [7:0] y0;
	logic [7:0] y1;
	always_ff @ (posedge i_clk) begin
		if (i_reset) begin
			o_x0 <= 9'b0;
			o_x1 <= 9'b0;
			o_y0 <= 8'b0;
			o_y1 <= 8'b0;
			x0 <= 9'b0;
			x1 <= 9'b0;
			y0 <= 8'b0;
			y1 <= 8'b0;
			o_steepsave <= 1'b0;
		end
		else if (i_set_x0x1y0y1) begin
			o_x0 <= i_x0;
			o_x1 <= i_x1;
			o_y0 <= i_y0;
			o_y1 <= i_y1;
			x0 <= i_x0;
			x1 <= i_x1;
			y0 <= i_y0;
			y1 <= i_y1;
		end
		else if (i_steep & i_set_steep) begin
			o_x0 <= y0;
			o_x1 <= y1;
			o_y0 <= x0;
			o_y1 <= x1;
			o_steepsave <= i_steep;
		end
		else if (i_set_x0gtx1 & i_x0gtx1) begin
			o_x0 <= x1;
			o_x1 <= x0;
			o_y0 <= y1;
			o_y1 <= y0;
		end
		else begin
			o_x0 <= o_x0;
			o_x1 <= o_x1;
			o_y0 <= o_y0;
			o_y1 <= o_y1;
			x0 <= x0;
			x1 <= x1;
			y0 <= y0;
			y1 <= y1;
			o_steepsave <= o_steepsave;
		end
	end
endmodule
module y1my0 (
	input [7:0] i_y0,
	input [7:0] i_y1,
	output logic [7:0] o_y1my0,
	output logic [7:0] o_abs_y1my0
	);
	always_comb begin
		o_y1my0 = i_y1 - i_y0;
		if (o_y1my0[7] == 1'b1) begin
			o_abs_y1my0 = -o_y1my0;
		end
		else begin
			o_abs_y1my0 = o_y1my0;
		end
	end
endmodule
module x1mx0 (
	input [8:0] i_x0,
	input [8:0] i_x1,
	output logic [8:0] o_x1mx0,
	output logic [8:0] o_abs_x1mx0
	);
	always_comb begin
		o_x1mx0 = i_x1 - i_x0;
		if (o_x1mx0[8] == 1'b1) begin
			o_abs_x1mx0 = -o_x1mx0;
		end
		else begin
			o_abs_x1mx0 = o_x1mx0;
		end
	end
endmodule
module comp_steep (
	input [7:0] i_abs_y1my0,
	input [8:0] i_abs_x1mx0,
	output o_steep
	);
	assign o_steep = i_abs_y1my0 > i_abs_x1mx0;
endmodule
module comp_x0gtx1 (
	input [8:0] i_x0,
	input [8:0] i_x1,
	output o_x0gtx1
	);
	assign o_x0gtx1 = i_x0 > i_x1;
endmodule
module params_reg (
	input [8:0] i_x1mx0,
	input [7:0] i_abs_y1my0,
	input [7:0] i_y0,
	input [7:0] i_y1,
	input i_set_params,
	input i_clk,
	input i_reset,
	output logic [8:0] o_deltax,
	output logic [7:0] o_deltay,
	output logic o_ystep
	);
	always_ff @ (posedge i_clk) begin
		if (i_reset) begin
			o_deltax <= 9'b0;
			o_deltay <= 8'b0;
			o_ystep <= 1'b0;
		end
		else if (i_set_params) begin
			o_deltax <= i_x1mx0;
			o_deltay <= i_abs_y1my0;
			if (i_y0 < i_y1) begin
				o_ystep <= 1'b1;
			end
			else begin
				o_ystep <= 1'b0;
			end
		end
		else begin
			o_deltax <= o_deltax;
			o_deltay <= o_deltay;
			o_ystep <= o_ystep;
		end
	end
endmodule
module xy (
	output logic [8:0] o_x,
	output logic [7:0] o_y,
	output logic o_xgtx0,
	input i_clk,
	input i_reset,
	input i_init,
	input i_ystep,
	input i_upd_err,
	input i_upd_xy,
	input [8:0] i_deltax,
	input [7:0] i_deltay,
	input [8:0] i_x0,
	input [7:0] i_y0,
	input steep
);
	logic [8:0] error;
	logic [8:0] x;
	logic [7:0] y;
	always_ff @ (posedge i_clk) begin
		if (i_reset) begin
			x <= 9'b0;
			y <= 8'b0;
			error <= 9'b0;
		end
		else if (i_init) begin
			x <= i_x0;
			y <= i_y0;
			error <= -(i_deltax/2);
		end
		else if (i_upd_err) begin
			error <= error + i_deltay;
		end
		else if (i_upd_xy) begin
			x <= x + 1;
			if (error > 9'b0) begin
				error <= error - i_deltax;
				if (i_ystep) begin
					y <= y +1;
				end
				else begin
					y <= y +1;
				end
			end
		end
		else begin 
			x <= x;
			y <= y;
			error <= error;
		end
	end
	always_comb begin
		o_xgtx0 = x > i_x0;
		if (steep) begin
			o_y = x;
			o_x = y;
		end
		else begin
			o_y = y;
			o_x = x;
		end
	end
endmodule
==> flow/run.sh <==
#!/bin/bash
# OpenROAD 26Q1-2900-gdf79404cd8, Yosys 0.63+post, stock flow scripts
make -C /OpenROAD-flow-scripts/flow DESIGN_CONFIG=/design/flow/config.mk WORK_HOME=/design/flow/orfs finish
==> flow/config.mk <==
export PLATFORM = sky130hd
export DESIGN_NAME = lda
export DESIGN_NICKNAME = lda
export VERILOG_FILES = /design/flow/design.v
export SDC_FILE = /design/flow/constraint.sdc
export NUM_CORES = 4
export LEC_CHECK = 1
export CORE_UTILIZATION = 40
==> flow/constraint.sdc <==
current_design lda

set clk_period 12.3
set clk_io_pct 0.2

create_clock -name clk0 -period $clk_period [get_ports {i_clk}]

set non_clock_inputs [all_inputs -no_clocks]
set_input_delay [expr $clk_period * $clk_io_pct] -clock clk0 $non_clock_inputs
set_output_delay [expr $clk_period * $clk_io_pct] -clock clk0 [all_outputs]
==> impl_metrics.tcl <==
# yosys + openroad results
set metrics [dict create \
    num_io_pins 60 \
    fillers 1690 \
    cp.arrival_ps 5380 \
    clockRootBuffer "sky130_fd_sc_hd__clkbuf_16" \
    slew_at_the_pin_closest_to_its_max_slew_limit_ps 756 \
    hold_path_class "flip-flop to flip-flop" \
    clock.fmax_mhz 197 \
    fin_tns_setup_ps 0 \
    pin_count_of_the_biggest_net_entering_global_routing 59 \
    detail_route.antenna_diodes 0 \
    number_of_buffers_created_by_cts 17 \
    drt_drc_violations_left 0 \
    cts_repair_resize_count 0 \
    hold_viol_final 0 \
    stage_log_warnings 27 \
    clk_latency_ps 420 \
    cp_data_required_time_ps 12610 \
    syn-mean-instance-area_um2 8.78 \
    detail_route.first_pass.iterations 26 \
    worstRegToRegCells 22 \
    design.die.area_um2 19100 \
    seqCellArea_um2 2500 \
    timing.final.setup_violations 0 \
    cts.htree.levels 4 \
    critical_path.startpoint_type "flip-flop" \
    antenna_found_initial 0 \
    hold_fix_buffers_at_cts 0 \
    critical_path.max_stage_delay_ps 490 \
    whs_path_depth 0 \
    post_synth_num_cell_types 62 \
    floorplan.core_util_pct 41.1 \
    drt_iter0_markers 255 \
    synth-warning-count 8 \
    postSynthSeqShare_pct 33.5 \
    place_hpwl_mm 12.8 \
    totalWireLength_mm 17.7 \
    clk_pin_slew_ps 60 \
    mappedNetlistArea_um2 7440 \
    synth.ff_latch_count 122 \
    hold_ws_ps 375 \
    grt_setup_unrepaired "no" \
    avgViaCountPerCell 5.33 \
    global_route_wire_length_before_repair_mm 28.9 \
    path_cells "ha_1 > inv_1 > fa_1 > a211oi_2 > nor3b_1 > o21a_1 > o41ai_2 > xnor2_1 > buf_4 > nand2b_1 > xnor2_1 > ha_1 > a211oi_1 > nor2_1 > o31a_1 > o21ai_0 > a21o_1 > a41oi_2 > buf_4 > o21a_1 > buf_4 > a32o_1" \
    max-clock-path-buffers 2 \
    layout.area.comb_um2 4580 \
    max_slew_margin_pct 49.5 \
    worstSetupPathType "flip-flop to flip-flop" \
    yosys.stat.chipArea_um2 7440 \
    worst_path_most_repeated_cell "sky130_fd_sc_hd__buf_4" \
    cts_tree "done" \
    clock_sink_count 122 \
    route.detailed.wl_per_inst_um 15.7 \
    grtUsageTotal_pct 19.4 \
    rows 49 \
    timing_max_transition_violations_final 0 \
    globalplace.congestion 0.879 \
    period_minus_slack_ps 5070 \
    ant_nets 0 \
    drive_gt1_share_pct 7.93 \
    core_area_um2 18100 \
    dominantRegCellSynth "sky130_fd_sc_hd__dfxtp_1" \
    areaGrowthSynthToFinish_pct 17.1 \
    timing.reg2reg.setup_slack_ps 7230 \
    count_of_flip_flops_with_a_built_in_enable_after_synthesis 0 \
    placed_inst_area_um2 8140 \
    grt_pass1_vias 5643 \
    floorplan.die.height_um 138 \
    critical_path.slowest_cell "sky130_fd_sc_hd__dfxtp_1" \
    netlist_instances 847 \
    global_route.overflow_total 0 \
    ys_cells 847 \
    max-cap-violations 0 \
    cts_setup_buffers 0 \
    fp.dieW_um 138 \
    cp_max_fo 32 \
    status "complete, no violations" \
    timing.critical_path.to_type "flip-flop" \
    dr_total_vias 5996 \
    final_cell_area_um2 8710 \
    synthArstFlopShare_pct 8.20 \
    buffer_ports.inserted 55 \
    clock_skew_ps 8.12 \
    finalClockPeriodUsage_pct 41.2 \
]
==> placed cells by master (no fill, tap or decap), types with 21 or more instances in the layout <==
master                            count
sky130_fd_sc_hd__a211oi_1            28
sky130_fd_sc_hd__a21oi_1             27
sky130_fd_sc_hd__a32o_1              32
sky130_fd_sc_hd__clkdlybuf4s50_1     55
sky130_fd_sc_hd__dfxtp_1            112
sky130_fd_sc_hd__ha_1                47
sky130_fd_sc_hd__inv_1               37
sky130_fd_sc_hd__mux2i_1             75
sky130_fd_sc_hd__nand2_1             46
sky130_fd_sc_hd__nand2b_1            35
sky130_fd_sc_hd__nor2_1             139
sky130_fd_sc_hd__o21ai_0             21
sky130_fd_sc_hd__xnor2_1             33
sky130_fd_sc_hd__xor2_1              22
==> cells in the mapped netlist, types with 3 or more instances <==
master / number / share of area (%)
sky130_fd_sc_hd__a21o_1: 6 / 0.61
sky130_fd_sc_hd__nand3_1: 10 / 0.67
sky130_fd_sc_hd__clkbuf_1: 32 / 1.6
sky130_fd_sc_hd__or3_1: 3 / 0.25
sky130_fd_sc_hd__mux2_2: 16 / 2.4
sky130_fd_sc_hd__xor2_1: 22 / 2.6
sky130_fd_sc_hd__and2_1: 3 / 0.25
sky130_fd_sc_hd__dfrtp_1: 9 / 3.0
sky130_fd_sc_hd__buf_6: 4 / 0.61
sky130_fd_sc_hd__o31ai_1: 3 / 0.30
sky130_fd_sc_hd__dfxtp_1: 112 / 30
sky130_fd_sc_hd__nor3_1: 10 / 0.67
sky130_fd_sc_hd__o21a_1: 9 / 0.91
sky130_fd_sc_hd__buf_1: 6 / 0.30
sky130_fd_sc_hd__nor3b_1: 3 / 0.30
sky130_fd_sc_hd__ha_1: 47 / 7.9
sky130_fd_sc_hd__and3_1: 5 / 0.42
sky130_fd_sc_hd__a21oi_1: 27 / 1.8
sky130_fd_sc_hd__fa_1: 3 / 0.81
sky130_fd_sc_hd__buf_2: 7 / 0.47
sky130_fd_sc_hd__nor2b_1: 5 / 0.42
sky130_fd_sc_hd__nand2_1: 46 / 2.3
sky130_fd_sc_hd__a311oi_1: 6 / 0.71
sky130_fd_sc_hd__nand2b_1: 35 / 2.9
sky130_fd_sc_hd__a31o_2: 3 / 0.35
sky130_fd_sc_hd__o21bai_1: 4 / 0.40
sky130_fd_sc_hd__inv_1: 37 / 1.9
sky130_fd_sc_hd__nor2_1: 139 / 7.0
sky130_fd_sc_hd__nand4_1: 8 / 0.67
sky130_fd_sc_hd__xnor2_1: 33 / 3.9
sky130_fd_sc_hd__a31oi_1: 5 / 0.42
sky130_fd_sc_hd__a32o_1: 32 / 4.3
sky130_fd_sc_hd__mux2i_1: 75 / 10
sky130_fd_sc_hd__o21ai_0: 21 / 1.4
sky130_fd_sc_hd__a211oi_1: 28 / 2.8
sky130_fd_sc_hd__nor4_1: 4 / 0.34
==> logic make-up (layout without fill, tap and decap cells) <==
kind of cell               count (synthesis)  count (layout)  synth area share [%]
AOI/OAI and AO/OA                        161             161                  16.4
muxes                                     91              91                  12.5
buffers and inverters                     87             135                  4.96
adders and majority gates                 50              50                  8.71
and+or+nand+nor                          281             281                  17.4
DFF                                      122             122                  33.5
xor gates and xnor gates                  55              55                  6.48
==> routing by layer <==
metal | GRT usage, % | share of wire [%] | vias to the layer above
met5 | 0 | 0 | -
met4 | 3.02 | 1.7 | 0
met3 | 3.21 | 4.2 | 20
met2 | 29.7 | 44 | 108
met1 | 30.0 | 51 | 2782
li1 | - | - | 3086
==> sequential cells by signal, summed over array words and instances, names as in the netlist, 9 cells and up <==
| name | cells |
|---|---|
| datapath.xy01.x0 | 9 |
| datapath.xy01.x1 | 9 |
| datapath.params.o_deltax | 9 |
| controlpath.state | 10 |
| datapath.manip_xy.x | 9 |
| datapath.manip_xy.error | 9 |
| datapath.xy01.o_x0 | 9 |
| datapath.xy01.o_x1 | 9 |
==> stage by stage <==
step	worst slack, ps	util (%)	std cells
final	7230	48.2	1124
after global routing	6850	48.2	1124
after CTS	7220	48.2	1124
after detailed placement	7270	45.0	1092
after global placement	7260	45.0	1092
after floorplan	7280	-	847
==> critical path, delay by kind of cell, from the launching register on <==
kind                     cells  cell delay [ps]
XOR/XNOR                     2              300
adder cells (fa/ha/maj)      3             1010
AND-OR/OR-AND               10             2090
flip-flops                   1              490
AND/OR/NAND/NOR              3              270
buffers and inverters        4              790
==> layout make-up <==
type / instances / area share, %
Sequential cell: 122 / 28.7
Multi-Input combinational cell: 638 / 52.6
Clock inverter: 10 / 1.03
Inverter: 37 / 1.59
Tap cell: 229 / 3.29
Clock buffer: 22 / 5.57
Timing Repair Buffer: 66 / 7.27
==> final timing paths <==
| path | from | to |
|---|---|---|
| worst max-delay path | datapath.xy01.o_x0[0] | datapath.xy01.o_x0[7] |
| worst min-delay path | controlpath.state[4] | controlpath.state[9] |
| worst max register to register | datapath.xy01.o_x0[0] | datapath.xy01.o_x0[7] |
| worst min register to register | controlpath.state[4] | controlpath.state[9] |
| max in group asynchronous | i_reset | controlpath.state[0] |
| min in group asynchronous | i_reset | controlpath.state[6] |
