==> ./constraint.sdc <==
current_design cpu

set clk_period 15.6
set clk_io_pct 0.2

create_clock -name clk0 -period $clk_period [get_ports {clk}]

set non_clock_inputs [all_inputs -no_clocks]
set_input_delay [expr $clk_period * $clk_io_pct] -clock clk0 $non_clock_inputs
set_output_delay [expr $clk_period * $clk_io_pct] -clock clk0 [all_outputs]
==> ./run.sh <==
#!/bin/bash
# OpenROAD 26Q1-2900-gdf79404cd8, Yosys 0.63+post, stock flow scripts
make -C /OpenROAD-flow-scripts/flow DESIGN_CONFIG=/design/flow/config.mk WORK_HOME=/design/flow/orfs finish
==> ./config.mk <==
export PLATFORM = sky130hd
export DESIGN_NAME = cpu
export DESIGN_NICKNAME = cpu
export VERILOG_FILES = /design/flow/design.v
export SDC_FILE = /design/flow/constraint.sdc
export NUM_CORES = 4
export LEC_CHECK = 1
export CORE_UTILIZATION = 30
==> ./design.v <==
module cpu (
	input clk,
	input reset,
	output [15:0] o_mem_addr,
	output o_mem_rd,
	output o_mem_wr,
	input  [15:0] i_mem_rddata,
	output [15:0] o_mem_wrdata
);
	logic n;
	logic z;
	logic [2:0] x;
	logic [2:0] y;
	logic write_y;
	logic write_alu;
	logic write_mem;
	logic mem_sel;
	logic alu_sel;
	logic write_pc;
	logic incr_pc;
	logic write_imm;
	logic set_pc_rx;
	logic set_pc_imm;
	logic set_nz;
	logic op_sel;
	logic write_high;
	logic [7:0] nse_imm8;
	logic [15:0] imm8;
	logic [15:0] imm11;
	cpu_controlpath controlpath(
		.i_reset(reset),
		.i_clk(clk),
		.i_n(n),
		.i_z(z),
		.o_x(x),
		.o_y(y),
		.o_write_y(write_y),
		.o_write_alu(write_alu),
		.o_write_mem(write_mem),
		.o_mem_sel(mem_sel),
		.o_alu_sel(alu_sel),
		.o_write_pc(write_pc),
		.o_incr_pc(incr_pc),
		.o_write_imm(write_imm),
		.o_set_pc_rx(set_pc_rx),
		.o_set_pc_imm(set_pc_imm),
		.o_set_nz(set_nz),
		.o_op_sel(op_sel),
		.o_write_high(write_high),
		.o_nse_imm8(nse_imm8),
		.o_imm8(imm8),
		.o_imm11(imm11),
		.o_mem_rd(o_mem_rd),
		.o_mem_wr(o_mem_wr),
		.i_mem_rdata(i_mem_rddata)
	);
	cpu_datapath datapath(
		.i_reset(reset),
		.i_clk(clk),
		.i_x(x),
		.i_y(y),
		.i_mem_rdata(i_mem_rddata),
		.i_write_y(write_y),
		.i_write_alu(write_alu),
		.i_write_mem(write_mem),
		.i_mem_sel(mem_sel),
		.i_alu_sel(alu_sel),
		.i_write_pc(write_pc),
		.i_incr_pc(incr_pc),
		.i_set_pc_rx(set_pc_rx),
		.i_set_pc_imm(set_pc_imm),
		.i_write_imm(write_imm),
		.i_set_nz(set_nz),
		.i_op_sel(op_sel),
		.i_write_high(write_high),
		.i_nse_imm8(nse_imm8),
		.i_imm8(imm8),
		.i_imm11(imm11),
		.o_n(n),
		.o_z(z),
		.o_mem_addr(o_mem_addr),
		.x_data(o_mem_wrdata)
	);
endmodule
module cpu_controlpath (
	input i_reset,
	input i_clk,
	input i_n,
	input i_z,
	output logic [2:0] o_x,
	output logic [2:0] o_y,
	output logic o_write_y,
	output logic o_write_alu,
	output logic o_write_mem,
	output logic o_mem_sel,
	output logic o_alu_sel,
	output logic o_write_pc,
	output logic o_incr_pc,
	output logic o_write_imm,
	output logic o_set_pc_rx,
	output logic o_set_pc_imm,
	output logic o_set_nz,
	output logic o_op_sel,
	output logic o_write_high,
	output logic [7:0] o_nse_imm8,
	output logic [15:0] o_imm8,
	output logic [15:0] o_imm11,
	output logic o_mem_rd,
	output logic o_mem_wr,
	input [15:0] i_mem_rdata
);
	assign o_nse_imm8 = i_mem_rdata[15:8];
	assign o_imm8 = {{8{i_mem_rdata[15]}},i_mem_rdata[15:8]};
	assign o_imm11 = {{5{i_mem_rdata[15]}},i_mem_rdata[15:5]};
	assign o_x = i_mem_rdata[7:5];
	assign o_y = i_mem_rdata[10:8];
	enum int unsigned
	{
	  S_FETCH,
	  S_PREPARE_EXE,
	  S_EXECUTE,
	  S_MEM_LD
	} state, nextstate;
	always_ff @ (posedge i_clk or posedge i_reset) begin
	   if (i_reset) state <= S_FETCH;
	   else state <= nextstate;
	end
	always_comb begin
		nextstate = state;
		o_write_y = 1'b0;
		o_write_alu = 1'b0;
		o_write_mem = 1'b0;
		o_mem_sel = 1'b1;
		o_alu_sel = 1'b0;
		o_write_pc = 1'b0;
		o_incr_pc = 1'b0;
		o_set_pc_rx = 1'b0;
		o_set_pc_imm = 1'b0;
		o_set_nz = 1'b0;
		o_op_sel = 1'b0;
		o_write_imm = 1'b0;
		o_write_high = 1'b0;
		o_mem_rd = 1'b0;
		o_mem_wr = 1'b0;
		case (state)
			S_FETCH: begin
				nextstate = S_PREPARE_EXE;
				o_mem_rd = 1'b1; 
				o_mem_sel = 1'b1;
			end
			S_PREPARE_EXE: begin
				o_incr_pc = 1'b1;
				case (i_mem_rdata[3:0])
					4'b0000: begin
						nextstate = S_FETCH;
						if (i_mem_rdata[4]) o_write_imm = 1'b1;
						else o_write_y = 1'b1;
					end
					4'b0001: begin
						nextstate = S_EXECUTE;
						o_op_sel = 1'b0;
						if (i_mem_rdata[4]) o_alu_sel = 1'b1;
						else o_alu_sel = 1'b1;
					end
					4'b0010: begin
						nextstate = S_EXECUTE;
						o_op_sel = 1'b1;
						if (i_mem_rdata[4]) o_alu_sel = 1'b1;
						else o_alu_sel = 1'b1;
					end
					4'b0011: begin
						nextstate = S_EXECUTE;
						o_op_sel = 1'b1;
						if (i_mem_rdata[4]) o_alu_sel = 1'b1;
						else o_alu_sel = 1'b1;
					end
					4'b0100: begin
						nextstate = S_MEM_LD;
						o_mem_sel = 1'b0;
						o_mem_rd = 1'b1;
					end
					4'b0101: begin
						nextstate = S_EXECUTE;
						o_mem_sel = 1'b0;
					end
					4'b0110: begin
						nextstate = S_FETCH;
						o_write_high = 1'b1;
					end
					4'b1000: begin
						nextstate = S_EXECUTE;
					end
					4'b1001: begin
						if (i_z) nextstate = S_EXECUTE;
						else nextstate = S_FETCH;
					end
					4'b1010: begin
						if (i_n) nextstate = S_EXECUTE;
						else nextstate = S_FETCH;
					end
					4'b1100: begin
						o_write_pc = 1'b1;
						nextstate = S_EXECUTE;
					end
					default: begin
						nextstate = S_FETCH;
					end
				endcase
			end
			S_EXECUTE: begin
				case (i_mem_rdata[3:0])
					4'b0001: begin
						nextstate = S_FETCH;
						o_op_sel = 1'b0;
						if (i_mem_rdata[4]) o_alu_sel = 1'b1;
						else o_alu_sel = 1'b1;
						o_set_nz = 1'b1;
						o_write_alu = 1'b1;
					end
					4'b0010: begin
						nextstate = S_FETCH;
						o_op_sel = 1'b1;
						if (i_mem_rdata[4]) o_alu_sel = 1'b1;
						else o_alu_sel = 1'b1;
						o_set_nz = 1'b1;
						o_write_alu = 1'b1;
					end
					4'b0011: begin
						nextstate = S_FETCH;
						o_op_sel = 1'b1;
						if (i_mem_rdata[4]) o_alu_sel = 1'b1;
						else o_alu_sel = 1'b1;
						o_set_nz = 1'b1;
					end
					4'b0101: begin
						nextstate = S_FETCH;
						o_mem_sel = 1'b0;
						o_mem_wr = 1'b1;
					end
					4'b1000: begin
						nextstate = S_FETCH;
						if (i_mem_rdata[4]) o_set_pc_imm = 1'b1;
						else o_set_pc_rx = 1'b1;
					end
					4'b1001: begin
						nextstate = S_FETCH;
						if (i_mem_rdata[4]) o_set_pc_imm = 1'b1;
						else o_set_pc_rx = 1'b1;
					end
					4'b1010: begin
						nextstate = S_FETCH;
						if (i_mem_rdata[4]) o_set_pc_imm = 1'b1;
						else o_set_pc_rx = 1'b1;
					end
					4'b1100: begin
						if (i_mem_rdata[4]) o_set_pc_imm = 1'b1;
						else o_set_pc_rx = 1'b1;
						nextstate = S_FETCH;
					end
					default: begin
						nextstate = S_FETCH;
					end
				endcase
			end
			S_MEM_LD: begin
				nextstate = S_FETCH;
				o_mem_sel = 1'b0;
				o_mem_rd = 1'b1;
				o_write_mem = 1'b1;
			end
		endcase
	end
endmodule
module cpu_datapath (
	input i_reset,
	input i_clk,
	input [2:0] i_x,
	input [2:0] i_y,
	input [15:0] i_mem_rdata,
	input i_write_y,
	input i_write_alu,
	input i_write_mem,
	input i_mem_sel,
	input i_alu_sel,
	input i_write_pc,
	input i_incr_pc,
	input i_set_pc_rx,
	input i_set_pc_imm,
	input i_write_imm,
	input i_set_nz,
	input i_op_sel,
	input i_write_high,
	input [7:0] i_nse_imm8,
	input [15:0] i_imm8,
	input [15:0] i_imm11,
	output logic o_n,
	output logic o_z,
	output logic [15:0] o_mem_addr,
	output logic [15:0] x_data
);
	logic [15:0] y_data;
	logic [15:0] alu_out;
	logic [15:0] pc;
	logic [15:0] alu_op_b;
	logic n;
	logic z;
	regs #(
		.WIDTH (16),
		.NUMBER_REG (8)
	) registers (
		.i_reset(i_reset),
		.i_clk(i_clk),
		.i_x(i_x),
		.i_y(i_y),
		.i_alu(alu_out),
		.i_pc(pc),
		.i_write_pc(i_write_pc),
		.i_mem_rdata(i_mem_rdata),
		.i_nse_imm8(i_nse_imm8),
		.i_write_y(i_write_y),
		.i_write_imm(i_write_imm),
		.i_imm8(i_imm8),
		.i_write_alu(i_write_alu),
		.i_write_mem(i_write_mem),
		.i_write_high(i_write_high),
		.o_x(x_data),
		.o_y(y_data)
	);
	mem_mux #(
		.WIDTH (16)
	) mux_reg (
		.i_pc(pc),
		.i_y(y_data),
		.i_mem_sel(i_mem_sel),
		.o_mem_addr(o_mem_addr)
	);
	alu_mux #(
		.WIDTH (16)
	) mux_alu (
		.i_ry(y_data),
		.i_imm8(i_imm8),
		.i_alu_sel(i_alu_sel),
		.o_op_b(alu_op_b)
	);
	pc_reg #(
		.WIDTH (16)
	) reg_pc (
		.i_reset(i_reset),
		.i_incr_pc(i_incr_pc),
		.i_set_pc_rx(i_set_pc_rx),
		.i_set_pc_imm(i_set_pc_imm),
		.i_clk(i_clk),
		.i_set_value_rx(x_data),
		.i_set_value_imm(i_imm11),
		.o_pc(pc)
	);
	nz_reg reg_nz (
		.i_n(n),
		.i_z(z),
		.i_reset(i_reset),
		.i_set_nz(i_set_nz),
		.i_clk(i_clk),
		.o_n(o_n),
		.o_z(o_z)
	);
	alu #(
		.WIDTH (16)
	) alu_1 (
		.i_op_sel(i_op_sel),
		.i_op_a(x_data),
		.i_op_b(alu_op_b),
		.o_alu_out(alu_out),
		.o_n(n),
		.o_z(z)
	);
endmodule
module regs # (
	parameter WIDTH = 2,
	parameter NUMBER_REG = 2
)
(
	input i_reset,
	input i_clk,
	input [$clog2(NUMBER_REG)-1:0] i_x,
	input [$clog2(NUMBER_REG)-1:0] i_y,
	input [WIDTH-1:0] i_alu,
	input [WIDTH-1:0] i_mem_rdata,
	input [7:0] i_nse_imm8,
	input [15:0] i_imm8,
	input [WIDTH-1:0] i_pc,
	input i_write_pc,
	input i_write_y,
	input i_write_imm,
	input i_write_alu,
	input i_write_mem,
	input i_write_high,
	output logic [WIDTH-1:0] o_x,
	output logic [WIDTH-1:0] o_y
);
	logic [NUMBER_REG-1:0] [WIDTH-1:0] regs;
	logic [7:0] regs_low;
	assign regs_low = regs[i_x];
	assign o_x = regs[i_x];
	assign o_y = regs[i_y];
	always_ff @ (posedge i_clk, posedge i_reset) begin
		if (i_reset) regs <= {'0};
		else if (i_write_y) regs[i_x] <= regs[i_y];
		else if (i_write_imm) regs[i_x] <= i_imm8;
		else if (i_write_alu) regs[i_x] <= i_alu;
		else if (i_write_mem) regs[i_x] <= i_mem_rdata;
		else if (i_write_high) regs [i_x] <= {i_nse_imm8, regs_low};
		else if (i_write_pc) regs [7] <= i_pc+2;
		else regs <= regs;
	end
endmodule
module mem_mux # (
 parameter WIDTH = 2
)
(
	input [WIDTH-1:0] i_pc,
	input [WIDTH-1:0] i_y,
	input i_mem_sel,
	output logic [WIDTH-1:0] o_mem_addr
);
	always_comb begin
		if (i_mem_sel) o_mem_addr = i_pc;
		else o_mem_addr = i_y;
	end
endmodule
module alu_mux # (
 parameter WIDTH = 2
)
(
	input [WIDTH-1:0] i_ry,
	input [WIDTH-1:0] i_imm8,
	input i_alu_sel,
	output logic [WIDTH-1:0] o_op_b
);
	always_comb begin
		if (i_alu_sel) o_op_b = i_imm8;
		else o_op_b = i_ry;
	end
endmodule
module pc_reg # (
 parameter WIDTH = 2
)
(
	input i_reset,
	input i_incr_pc,
	input i_set_pc_rx,
	input i_set_pc_imm,
	input i_clk,
	input [WIDTH-1:0] i_set_value_rx,
	input [WIDTH-1:0] i_set_value_imm,
	output logic [WIDTH-1:0] o_pc
);
	always_ff @ (posedge i_clk or posedge i_reset) begin
		if (i_reset) begin
			o_pc <= {'0};
		end
		else if (i_set_pc_rx) begin
			o_pc <= i_set_value_rx;
		end
		else if (i_set_pc_imm) begin
			o_pc <= o_pc + 2*i_set_value_imm;
		end
		else if (i_incr_pc) begin
			o_pc <= o_pc+2;
		end
		else begin
			o_pc <= o_pc;
		end
	end
endmodule
module nz_reg (
	input i_n,
	input i_z,
	input i_reset,
	input i_set_nz,
	input i_clk,
	output logic o_n,
	output logic o_z
);
	always_ff @ (posedge i_clk or posedge i_reset) begin
		if (i_reset) begin
			o_n <= 1'b0;
			o_z <= 1'b0;
		end
		else if (i_set_nz) begin
			o_n <= i_n;
			o_z <= i_z;
		end
		else begin
			o_n <= o_n;
			o_z <= o_z;
		end
	end
endmodule
module alu #
(
  parameter WIDTH = 2
)
(
  input i_op_sel,
  input [WIDTH-1:0] i_op_a,
  input [WIDTH-1:0] i_op_b,
  output logic [WIDTH-1:0] o_alu_out,
  output logic o_n,
  output logic o_z
);
  assign o_n = o_alu_out[WIDTH-1];
  assign o_z = ~|o_alu_out;
  always_comb begin
    case (i_op_sel)
      0: o_alu_out = i_op_a + i_op_b;
      1: o_alu_out = i_op_a - i_op_b;
      default: o_alu_out = {'0};
    endcase
  end
endmodule
==> impl_metrics.csv <==
group,metric,value,unit
cells_and_area,finish.utilization,34.5,%
critical_path,crit_path_cell_trace,"buf_2 > buf_4 > nand2b_1 > o22ai_1 > a221oi_1 > buf_4 > mux2_2 > clkdlybuf4s50_1",
sta,finalClockPeriodUsage,61.3,%
pwr,clkPwrFrac,40.0,%
worst_hold_path,min_path_type,"reg2reg",
worst_hold_path,worstHoldStart,"controlpath.state[0]",
global_routing,track_usage,36.9,%
synth,synth_area_leader_cell,"dfrtp_1",
critical_path,path_max_fanout,17,
sta,maxSlewViolCount,0,
critical_path,setup.worst_path.start,"i_mem_rddata[9]",
critical_path,critPathRequiredTime,12.48,ns
synth,synthArstFlopShare,100,%
synth,synth_adder_area_share,3.13,%
synth,edf_count,0,
pwr,power.share.sequential,35.0,%
synth,ys_cells,2146,
detailed_routing,wirelength,97.4,mm
clock_network,htreeDepth,4,
job,warnings,28,
critical_path,startpoint_type,"input pin",
detailed_routing,drc,0,
sta,hold_violations,0,
synth,ys_sh_simple,18.9,%
critical_path,r2r_setup_slack,9.53,ns
critical_path,crit_end,"o_mem_addr[1]",
pwr,peakVddDrop,71.5,uV
global_routing,antenna_found_initial,3,
sta,worstMarginPinSlew,1.03,ns
clock_network,clock.latency.late_pin,0.52,ns
global_routing,grt_pass1_vias,18700,
floorplan,chipHeight,233,um
critical_path,r2r_cells,19,
floorplan,ios,52,
critical_path,worstPathArrival,6.44,ns
detailed_routing,vias,19900,
detailed_routing,drtIter0Drc,2705,
synth,syn_area_per_cell,7.49,um^2
sta,timing.setup.tns,0,ns
detailed_routing,viasPerCell,6.96,
synth,yosysSeqAreaShare,23.4,%
job,max-cap-violations,0,
sta,worst_clock_skew,0.0157,ns
sta,max_freq,0.105,GHz
pwr,switchingPower,0.422,mW
critical_path,crit_slowest_cell,"nand2b_1",
pwr,p_int,0.707,mW
clock_network,clockRootBuffer,"clkbuf_16",
critical_path,max_stage_delay,0.64,ns
floorplan,initial_core_util,30.5,%
sta,post-route-min-period,9.56,ns
clock_network,clock-sinks,150,
critical_path,rr_endpoint,"datapath.registers.regs[63]",
synth,mux_share,10.7,%
clock_network,post_cts_buffers,0,
synth,synth.cell_area,16100,um^2
place,routabilityCongestion,1.09,
clock_network,cts_resized,0,
critical_path,r2r_start,"controlpath.state[2]",
pwr,power.leakage,7.07,nW
cells_and_area,drive_above_1_share,12.0,%
global_routing,grt_start_max_net_pins,51,
floorplan,rows,84,
pwr,switching_share,37.4,%
synth,synth_cells,2146,
cells_and_area,syn_to_final_growth,13.2,%
clock_network,cts_hold_buf,0,
sta,rsz0062_at_grt,"no",
place,hpwl,67.1,mm
synth,yosys.area_share.aoi,35.2,%
clock_network,cts_tree,"built",
detailed_routing,antenna_left,0,
synth,logic_family,"AND-OR/OR-AND gates",
clock_network,path_clk_slew,0.07,ns
synth,numSynthFlops,150,
floorplan,die_x,233,um
run_status,outcome,"completed",
global_routing,grt_pass1_wl,139,mm
clock_network,numCtsBuffers,17,
synth,yosys_warnings,7,
pwr,combPwrFrac,25.0,%
critical_path,criticalPathCategory,"in2out",
pwr,power_per_cell_area,62.0,nW/um^2
critical_path,cpMostUsedCell,"buf_4",
synth,ys.flop_type,"dfrtp_1",
critical_path,cp-end-kind,"output port",
synth,netlist.area_leader.share,23.2,%
global_routing,grt_overflow,0,
detailed_routing,avgRoutedWirePerCell,34.1,um
floorplan,die-area,54500,um^2
place,io_buffer_count,51,
synth,synthTopCellsByArea,"dfrtp_1 (23%), nand2_1 (7.8%), o21ai_0 (7.6%)",
synth,xor_share,3.27,%
sta,setup_violations,0,
floorplan,core,52800,um^2
clock_network,clock_path_buffers,2,
sta,relSlewSlack,31.5,%
detailed_routing,dr.pass1.iters,8,
synth,synth_cell_type_count,91,
synth,ys_area,16100,um^2
## cell usage in the layout (no fill, tap or decap), types with 21 or more instances in the layout
| cell type | instances |
|---|---|
| a211oi_1 | 22 |
| a21oi_1 | 231 |
| a221o_1 | 22 |
| a221oi_1 | 30 |
| a22o_1 | 21 |
| a22oi_1 | 40 |
| a31oi_1 | 24 |
| buf_4 | 113 |
| clkdlybuf4s50_1 | 46 |
| dfrtp_1 | 149 |
| ha_1 | 37 |
| inv_1 | 39 |
| mux2i_1 | 42 |
| mux4_2 | 43 |
| nand2_1 | 333 |
| nand3_1 | 31 |
| nor2_1 | 158 |
| nor3_1 | 36 |
| o211ai_1 | 25 |
| o21ai_0 | 242 |
| o221ai_1 | 24 |
| o22ai_1 | 29 |
| o31ai_1 | 23 |
| xnor2_1 | 34 |
| xor2_1 | 26 |
## per-stage QoR
step | power [mW] | instance area (um^2) | setup slack (ns) | instances | hold slack (ns)
after floorplan | 0.546 | 16100 | 7.52 | 2146 | 0.386
after global placement | 0.664 | 17600 | 6.17 | 2821 | 0.406
after detailed placement | 0.665 | 17600 | 6.08 | 2821 | 0.405
after CTS | 1.11 | 18200 | 6.18 | 2853 | 0.411
after global routing | 1.15 | 18200 | 6.07 | 2853 | 0.424
final | 1.13 | 18200 | 6.04 | 2855 | 0.410
## area by class of cell
cell class	count	area [um^2]
timing repair buffer	164	1330
antenna	2	5.00
fill	5463	34600
multi-input combinational	1776	11500
inverter	43	166
sequential	150	3750
clock buffer	19	453
clock inverter	13	131
tap	688	861
## power by group through the flow
stage	combinational, mW	sequential [mW]	clock (mW)
final	0.282	0.395	0.452
after global routing	0.287	0.395	0.465
after CTS	0.263	0.395	0.457
## metal layers
layer / up-vias / share of wire (%) / GRT usage [%]
met5: - / 0.013 / 1.10
met4: 2 / 7.5 / 20.0
met3: 460 / 17 / 19.8
met2: 1846 / 40 / 50.8
met1: 9465 / 36 / 46.3
li1: 8112 / - / -
## critical path, delay by kind of cell
| family | cells | cell delay [ns] |
|---|---|---|
| simple gates | 1 | 0.64 |
| compound gates | 2 | 0.77 |
| mux | 1 | 0.17 |
| buf+inv | 4 | 1.74 |
## state kept, by name, indices dropped and copies added, names as in the netlist
signal / flops
datapath.registers.regs: 128
datapath.reg_pc.o_pc: 16
controlpath.state: 4
datapath.reg_nz.o_n: 1
datapath.reg_nz.o_z: 1
## cell usage after synthesis (5+ instances only)
cell,count
a221oi_1,30
a311oi_1,5
buf_2,8
mux2i_1,42
o211ai_1,25
or3_1,11
dfrtp_1,149
a22o_1,21
a221o_1,22
a32o_1,8
a31oi_1,24
nor2_1,162
o2111ai_1,6
nand2b_1,16
a21boi_0,16
buf_1,16
a32oi_1,20
o31ai_1,23
or2_2,10
buf_4,6
mux4_2,43
xor2_1,26
o221ai_1,24
ha_1,37
nand4_1,13
inv_1,40
clkbuf_1,144
nor3_1,38
and3_1,17
nand2_1,334
o22ai_1,29
xnor2_1,34
a211oi_1,22
mux2_2,20
nand3_1,32
nor4_1,10
a21oi_1,231
o311ai_0,6
nor2b_1,15
and2_1,17
a22oi_1,40
a21o_1,15
o21a_1,9
o21ai_0,243
## how the worst min path moves through the flow
stage	to	slack, ns	cells past startpoint
6_report	controlpath.state[2]	0.41	0
5_1_grt	controlpath.state[2]	0.42	0
4_1_cts	controlpath.state[2]	0.41	0
## kinds of logic after synthesis
kind of cell	after synthesis
AOI/OAI and AO/OA	874
xor gates and xnor gates	60
adders and majority gates	39
buffers and inverters	220
DFF	150
muxes	112
and+or+nand+nor	691
Power figures rest on the tool's default switching activity, not on a simulated workload.
